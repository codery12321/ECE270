$ cat design/flow/run.sh
#!/bin/bash
# OpenROAD 26Q1-2900-gdf79404cd8, Yosys 0.63+post, stock flow scripts
make -C /OpenROAD-flow-scripts/flow DESIGN_CONFIG=/design/flow/config.mk WORK_HOME=/design/flow/orfs finish
$ cat design/flow/config.mk
export PLATFORM = sky130hd
export DESIGN_NAME = bcdaddsub4
export DESIGN_NICKNAME = bcdaddsub4
export VERILOG_FILES = /design/flow/design.v
export SDC_FILE = /design/flow/constraint.sdc
export NUM_CORES = 4
export LEC_CHECK = 1
export CORE_AREA = 10 10 110 110
export DIE_AREA = 0 0 120 120
$ cat design/flow/constraint.sdc
current_design bcdaddsub4

set clk_period 11.2
set clk_io_pct 0.2

create_clock -name clk0 -period $clk_period

set non_clock_inputs [all_inputs -no_clocks]
set_input_delay [expr $clk_period * $clk_io_pct] -clock clk0 $non_clock_inputs
set_output_delay [expr $clk_period * $clk_io_pct] -clock clk0 [all_outputs]
$ cat design/flow/design.v
module ha (input logic a, b, output logic s, co);
  assign s = a ^ b;
  assign co = a & b;
endmodule
module faha (input logic a, b, ci, output logic s, co);
  logic h1_s, h2_s, h1_co, h2_co;
  ha h1(.a(a), .b(b), .s(h1_s), .co(h1_co));
  ha h2(.a(ci), .b(h1_s), .s(h2_s), .co(h2_co));
  assign s = h2_s;
  assign co = h1_co | h2_co;
endmodule
module fa (input logic a, b, ci, output logic s, co);
  assign s = a ^ b ^ ci;
  assign co = a &b | a&ci | b&ci;
endmodule
module fa4(input logic [3:0]a, b, input logic ci, output logic [3:0] s, output logic co);
  logic co1, co2, co3;
  fa f1(.a(a[0]), .b(b[0]), .ci(ci), .s(s[0]), .co(co1));
  fa f2(.a(a[1]), .b(b[1]), .ci(co1), .s(s[1]), .co(co2));
  fa f3(.a(a[2]), .b(b[2]), .ci(co2), .s(s[2]), .co(co3));
  fa f4(.a(a[3]), .b(b[3]), .ci(co3), .s(s[3]), .co(co));
endmodule
module cla8 (input logic [7:0] a, b, input logic ci, output logic [7:0]s, output logic co);
  logic [7:0]P, G, C;
  assign co = C[7];
  ha h0(.a(a[0]), .b(b[0]), .s(P[0]), .co(G[0]));
  ha h1(.a(a[1]), .b(b[1]), .s(P[1]), .co(G[1]));
  ha h2(.a(a[2]), .b(b[2]), .s(P[2]), .co(G[2]));
  ha h3(.a(a[3]), .b(b[3]), .s(P[3]), .co(G[3]));
  ha h4(.a(a[4]), .b(b[4]), .s(P[4]), .co(G[4]));
  ha h5(.a(a[5]), .b(b[5]), .s(P[5]), .co(G[5]));
  ha h6(.a(a[6]), .b(b[6]), .s(P[6]), .co(G[6]));
  ha h7(.a(a[7]), .b(b[7]), .s(P[7]), .co(G[7]));
  assign C[0] = G[0] | ci  & P[0];
  assign C[1] = G[1] | G[0] & P[1] | ci  & &P[1:0];
  assign C[2] = G[2] | G[1] & P[2] | G[0] & &P[2:1] | ci  & &P[2:0];
  assign C[3] = G[3] | G[2] & P[3] | G[1] & &P[3:2] | G[0] & &P[3:1] | ci  & &P[3:0];
  assign C[4] = G[4] | G[3] & P[4] | G[2] & &P[4:3] | G[1] & &P[4:2] | G[0] & &P[4:1] | ci & &P[4:0];
  assign C[5] = G[5] | G[4] & P[5] | G[3] & &P[5:4] | G[2] & &P[5:3] | G[1] & &P[5:2] | G[0] & &P[5:1] | ci & &P[5:0];
  assign C[6] = G[6] | G[5] & P[6] | G[4] & &P[6:5] | G[3] & &P[6:4] | G[2] & &P[6:3] | G[1] & &P[6:2] | G[0] & &P[6:1] | ci & &P[6:0];
  assign C[7] = G[7] | G[6] & P[7] | G[5] & &P[7:6] | G[4] & &P[7:5] | G[3] & &P[7:4] | G[2] & &P[7:3] | G[1] & &P[7:2] | G[0] & &P[7:1] | ci & &P[7:0];
  assign s[0] = ci ^ P[0];
  assign s[7:1] = C[6:0] ^ P[7:1];
endmodule
module addsub8 (input logic [7:0] a, b, input logic op, output logic [7:0] s, output logic co);
  logic [7:0]op1;
  assign op1 = {op, op, op, op, op, op, op, op};
  cla8 cl1(.a(a), .b(b ^ op1), .ci(op), .s(s), .co(co));
endmodule
module bcdadd1 (input logic [3:0]a, b, input logic ci, output logic co, output logic [3:0]s);
  logic [3:0]z, bNew;
  logic cout;
  fa4 f1(.a(a), .b(b), .ci(ci), .s(z), .co(cout));
  assign co = cout | z[3] & z[2] | z[3] & z[1];
  assign bNew = {1'b0, co, co, 1'b0};
  fa4 add(.a(bNew), .b(z), .ci(1'b0), .s(s), .co());
endmodule
module bcdadd4 (input logic [15:0] a, b, input logic ci, output logic co,output logic [15:0]s);
  logic co1, co2, co3;
  bcdadd1 ba1(.a(a[ 3: 0]), .b(b[ 3: 0]), .ci(ci ), .co(co1), .s(s[ 3: 0]));
  bcdadd1 ba2(.a(a[ 7: 4]), .b(b[ 7: 4]), .ci(co1), .co(co2), .s(s[ 7: 4]));
  bcdadd1 ba3(.a(a[11: 8]), .b(b[11: 8]), .ci(co2), .co(co3), .s(s[11: 8]));
  bcdadd1 ba4(.a(a[15:12]), .b(b[15:12]), .ci(co3), .co(co ), .s(s[15:12]));
endmodule
module bcd9comp1(input logic [3:0]in, output logic [3:0]out);
  always_comb
    case(in)
      4'b0000: out = 4'b1001;
      4'b0001: out = 4'b1000;
      4'b0010: out = 4'b0111;
      4'b0011: out = 4'b0110;
      4'b0100: out = 4'b0101;
      4'b0101: out = 4'b0100;
      4'b0110: out = 4'b0011;
      4'b0111: out = 4'b0010;
      4'b1000: out = 4'b0001;
      4'b1001: out = 4'b0000;
      default: out = 4'b0000;
    endcase
endmodule
module bcdaddsub4 (input logic [15:0] a, b, input logic op, output logic [15:0]s);
  logic [3:0]out1, out2, out3, out4;
  logic [15:0]cin, bNew;
  bcd9comp1 cmp1(.in(b[3:0]), .out(out1));
  bcd9comp1 cmp2(.in(b[7:4]), .out(out2));
  bcd9comp1 cmp3(.in(b[11:8]), .out(out3));
  bcd9comp1 cmp4(.in(b[15:12]), .out(out4));
  assign cin = {out4, out3, out2, out1};
  assign bNew = op == 1 ? cin : b;
  bcdadd4 ba1(.a(a), .b(bNew), .ci(op), .co(), .s(s));
endmodule
==> flow_summary.ini <==
; implementation run metrics
[outcome]
outcome = finished, violations left
failed_checks = setup timing

[logic_synthesis]
ys_seq_share_pct = 0
ys_cells = 139
top_area_cell = fa_1
synth.avg_cell_area_um2 = 8.22
yosysTopAreaCellShare_pct = 28.0
area_leaders = fa_1 (28%), ha_1 (14%), buf_4 (11%)
yosys_warnings = 1
yosys-stat-area_um2 = 1140
synthCells = 139
yosysUniqueCellTypes = 21
syn-cell-area_um2 = 1140

[final_timing]
setup_violations = 3
period_needed_ns = 11.77
setup_tns_ns = -1.36
worst_slack_ns = -0.568
fin_hold_ws_ns = 5.32
finalCritPeriodShare_pct = 105
relSlewSlack_pct = 86.4
finalMaxSlewViolations = 0
final_hold_viol_count = 0
rsz0062_at_grt = true
fmax_mhz = 85.0
worstMarginPinSlew_ns = 0.199

[finish]
syn2layout_area_growth_pct = 65.6
nClkBuffers = 0
nFillCells = 1084
lay_top_cells = clkdlybuf4s50_1 (40), inv_1 (23), buf_4 (18)
design_area_um2 = 1890
n_sequential_cell = 0
final_common_cell = clkdlybuf4s50_1
drive_gt1_share_pct = 30.3
combGateArea_um2 = 970
register_area_um2 = 0
stdcell_count = 321

[global_routing]
busiest_layer = met2
met2_usage_pct = 6.67
use_met1_pct = 5.06
grt_pass1_wl_mm = 4.64
grt-ovfl-total = 0
grt_util_all_layers_pct = 3.86
grt_max_degree = 15
grt_antenna_before_repair = 0
grt_pass1_vias = 978
grt_util_met3_pct = 1.00

[floorplan]
rows = 36
io_pins = 49
die_x_um = 120
fp_util_pct = 11.7
fp.dieArea_um2 = 14400
fp.coreArea_um2 = 9770
die_h_um = 120

[setup_path]
required_ns = 8.96
path_delay_family = adder cells
critPathMostFrequentCell = fa_2
worst-path-stages = 32
cp_num_buf_inv = 9
cp_slowest_cell = fa_1
max_stage_delay_ns = 0.53
worstSetupStartpointType = primary input
critPathCaptureType = output pin
crit_fanout = 13
arrival_ns = 9.53
criticalPathCategory = in -> out

[routing]
wl_mm = 2.98
drc = 0
drt_iter0_drc = 9
drt_pass1_iterations = 3
ant_nets = 0
routedWlPerCell_um = 9.29
vias = 981
n_antenna_cell = 0
viasPerCell = 3.06

[job]
warning_count = 36
max_cap_violations = 0

[hold_path]
min_path_cells = 5
min_path_type = in -> out

[place]
place_area_um2 = 1780
dpl.cell_count = 317
hpwl_mm = 2.80
gp_congestion = 0.671
io_buffer_count = 49

[power_and_ir_drop]
leakagePower_nw = 0.833
power_density_nw_per_um2 = 110
ir_worst_vdd_mv = 0.0492

[clock_network]
cts-hold-fix-buffers = 0
-- routing by layer --
layer | vias to the layer above | wire length (um)
li1 | 513 | -
met1 | 445 | 1340
met2 | 23 | 1440
met3 | 0 | 199
met4 | 0 | 0
met5 | - | 0
-- cells in the mapped netlist --
master	number
a211oi_2	1
a21o_1	4
a21oi_1	4
buf_12	1
buf_4	16
buf_6	2
fa_1	16
ha_1	13
inv_1	29
mux2i_1	1
nand2_1	8
nand2_2	1
nand2b_1	8
nand3b_1	7
nor2_1	3
nor2b_1	4
o21a_1	2
o21ai_0	3
o21ai_1	8
xnor2_1	4
xor2_1	4
-- metrics by stage --
step	worst slack, ns	utilization [%]	power (mW)
after floorplan	-0.396	-	0.131
final	-0.568	19.4	0.208
after CTS	-1.05	18.7	0.200
after global routing	-0.881	19.4	0.236
after global placement	-1.44	18.3	0.199
after detailed placement	-1.45	18.3	0.201
-- cells by family (layout without fill, tap and decap cells) --
group	Yosys count	in the layout	synth area share, %
simple gates	31	31	15.3
compound gates	22	22	11.6
xor+xnor	8	8	6.13
buf+inv	48	97	23.8
fa+ha+maj	29	29	42.3
mux	1	1	0.876
-- repair_timing --
| action | CTS | global route |
|---|---|---|
| setup buffers | 1 | 3 |
| pin swaps | 28 | 25 |
| endpoints found under the setup margin | 3 | 3 |
| gates resized | 47 | 8 |
-- layout make-up --
| class | count | area share (%) |
|---|---|---|
| multi-input cells | 91 | 51.3 |
| repair buffers | 68 | 34.2 |
| well taps | 133 | 8.80 |
| inverters | 29 | 5.75 |
-- worst paths after layout --
path  start  endpoint  slack, ns
max      op     s[15]      -0.57
min    b[0]      s[0]       5.32
-- power by group --
| group | switching, mW | leakage (nW) | internal (mW) |
|---|---|---|---|
| registers | 0 | 0 | 0 |
| clock network | 0 | 0 | 0 |
| logic | 0.0715 | 0.833 | 0.137 |
| total | 0.0715 | 0.833 | 0.137 |
Power figures rest on the tool's default switching activity, not on a simulated workload.
