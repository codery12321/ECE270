[./config.mk]
export PLATFORM = sky130hd
export DESIGN_NAME = top
export DESIGN_NICKNAME = top
export VERILOG_FILES = /design/flow/design.v
export SDC_FILE = /design/flow/constraint.sdc
export NUM_CORES = 4
export LEC_CHECK = 1
export CORE_UTILIZATION = 40
[./constraint.sdc]
current_design top

set clk_period 4.4
set clk_io_pct 0.2

create_clock -name clk0 -period $clk_period [get_ports {pb}]

set non_clock_inputs [all_inputs -no_clocks]
set_input_delay [expr $clk_period * $clk_io_pct] -clock clk0 $non_clock_inputs
set_output_delay [expr $clk_period * $clk_io_pct] -clock clk0 [all_outputs]
[./run.sh]
#!/bin/bash
# OpenROAD 26Q1-2900-gdf79404cd8, Yosys 0.63+post, stock flow scripts
make -C /OpenROAD-flow-scripts/flow DESIGN_CONFIG=/design/flow/config.mk WORK_HOME=/design/flow/orfs finish
[./design.v]
`default_nettype none
module top (
  input  logic hz100, reset,
  input  logic [20:0] pb,
  output logic [7:0] left, right,
         ss7, ss6, ss5, ss4, ss3, ss2, ss1, ss0,
  output logic red, green, blue,
  output logic [7:0] txdata,
  input  logic [7:0] rxdata,
  output logic txclk, rxclk,
  input  logic txready, rxready
);
  logic [3:0]disp7, disp6, disp5, disp4;
  logic [7:0] sum, diff;
  ssdec s4(.in(disp4), .out(ss4[6:0]), .enable(1'b1));
  ssdec s5(.in(disp5), .out(ss5[6:0]), .enable(1'b1));
  ssdec s6(.in(disp6), .out(ss6[6:0]), .enable(1'b1));
  ssdec s7(.in(disp7), .out(ss7[6:0]), .enable(1'b1));
  always_ff @ (posedge pb[7], posedge reset)
    if(reset)
      disp7 <= 4'b0;
    else begin
      disp7 <= disp7 + 4'b0001;
    end
  always_ff @ (posedge pb[6], posedge reset)
    if(reset)
      disp6 <= 4'b0;
    else begin
      disp6 <= disp6 + 4'b0001;
    end
  always_ff @ (posedge pb[5], posedge reset)
    if(reset)
      disp5 <= 4'b0;
    else begin
      disp5 <= disp5 + 4'b0001;
    end
  always_ff @ (posedge pb[4], posedge reset)
    if(reset)
      disp4 <= 4'b0;
    else begin
      disp4 <= disp4 + 4'b0001;
    end
  logic [7:0] in1, in2;
  always_comb begin
    in1 = {disp7, disp6};
    in2 = {disp5, disp4};
    sum = in1 + in2;
    diff = in1 - in2;
  end
  ssdec s0(.in(diff[3:0]), .out(ss0[6:0]), .enable(1'b1));
  ssdec s1(.in(diff[7:4]), .out(ss1[6:0]), .enable(1'b1));
  ssdec s2(.in(sum[3:0]), .out(ss2[6:0]), .enable(1'b1));
  ssdec s3(.in(sum[7:4]), .out(ss3[6:0]), .enable(1'b1));
  always_comb begin
    right[7] = sum[7] == 1'b1 ? 1'b1 : 1'b0; 
    right[6] = sum == 0 ? 1'b1: 1'b0;  
    right[3] = diff[7] == 1'b1 ? 1'b1 : 1'b0; 
    right[2] = diff == 0 ? 1'b1: 1'b0;  
    if ((in1[7] == 1 && in2[7] == 1) || (in1[7] == 1 && sum[7] == 0) || (in2[7] == 1 && sum[7] == 0)) 
      right[5] = 1'b1;
    else
      right[5] = 1'b0;
    if ((in1[7] == 1 && in2[7] == 1 && sum[7] == 0) || (in1[7] == 0 && in2[7] == 0 && sum[7] == 1))  
      right[4] = 1'b1;
    else
      right[4] = 1'b0;
    if ((in1[7] == 1 && in2[7] == 0) || (in1[7] == 1 && diff[7] == 0) || (in2[7] == 0 && diff[7] == 0)) 
      right[1] = 1'b1;
     else
      right[1] = 1'b0;
    if ((in1[7] == 1 && in2[7] == 0 && diff[7] == 0) || (in1[7] == 0 && in2[7] == 1 && diff[7] == 1))  
      right[0] = 1'b1;
    else
      right[0] = 1'b0;
  end
endmodule
module ssdec (input logic [3:0]in, output logic [6:0] out, input logic enable);
    logic [6:0] SEG7 [15:0];
    assign SEG7[4'h0] = enable == 1 ? 7'b0111111: 7'b0000000; 
    assign SEG7[4'h1] = enable == 1 ? 7'b0000110: 7'b0000000; 
    assign SEG7[4'h2] = enable == 1 ? 7'b1011011: 7'b0000000; 
    assign SEG7[4'h3] = enable == 1 ? 7'b1001111: 7'b0000000; 
    assign SEG7[4'h4] = enable == 1 ? 7'b1100110: 7'b0000000; 
    assign SEG7[4'h5] = enable == 1 ? 7'b1101101: 7'b0000000; 
    assign SEG7[4'h6] = enable == 1 ? 7'b1111101: 7'b0000000; 
    assign SEG7[4'h7] = enable == 1 ? 7'b0000111: 7'b0000000; 
    assign SEG7[4'h8] = enable == 1 ? 7'b1111111: 7'b0000000; 
    assign SEG7[4'h9] = enable == 1 ? 7'b1100111: 7'b0000000; 
    assign SEG7[4'ha] = enable == 1 ? 7'b1110111: 7'b0000000; 
    assign SEG7[4'hb] = enable == 1 ? 7'b1111100: 7'b0000000; 
    assign SEG7[4'hc] = enable == 1 ? 7'b0111001: 7'b0000000; 
    assign SEG7[4'hd] = enable == 1 ? 7'b1011110: 7'b0000000; 
    assign SEG7[4'he] = enable == 1 ? 7'b1111001: 7'b0000000; 
    assign SEG7[4'hf] = enable == 1 ? 7'b1110001: 7'b0000000; 
    assign {out[6:0]} = SEG7[in];
endmodule
==> summary.txt <==
Physical implementation.

- The smallest clock period supported by the final layout is computed as 4.35 ns.
- Including well taps, the total number of placed cells is 673.
- The wire length per cell is 12.1 um.
- After global routing, the most crowded layer is met1.
- Dividing the synthesized area by the synthesized cell count gives 7.02 sq um.
- The met1 capacity usage during global routing is 27.3%.
- The violation count after the first detailed-routing iteration is 137.
- Internal power comes to 0.000380 W.
- With fillers left out, the area of the finished cells amounts to 4590 sq um.
- The number of port buffers is 65.
- The leakage power figure is 1.93 nW.
- The net switching fraction of the power is 11.6%.
- Per the skew report, the later register of the worst-skew pair sees a clock latency of 0.20 ns.
- The clock slew at the register clock pins of the worst setup and hold paths is 0.03 ns.
- The total power per unit cell area is 93.6 nW/um^2.
- The global-route wire length before repair is 14300 um.
- The number of clock sinks is 16.
- After floorplanning, the core was divided into 34 placement rows.
- Of the cells placed in the final design, the portion with a size suffix greater than 1 is 10.4%.
- The tightest hold path in the finished design has a slack of 0.597 ns.
- The number of fillers in the final layout is 860.
- The flow ran to the end, but the final reports show violations.
- The Yosys step of the flow raised 32 warnings.
- Combinational logic burns 1.0% of the power.
- The iteration count recorded for the first detailed-route pass is 47.
- In this run the remaining antenna-violating nets after routing total 0.
- Yosys mapped a number of flops with a built-in enable equal to 0.
- The relative max-transition margin is 53.3%.
- Per the synthesis report, the single largest cell type by area occupies 11.9% of cell area.
- The maximum clock rate is 230 MHz.
- The met3 layer usage reported by global route is 2.03%.
- The detailed-route DRC error count is 10.
- The placer's final routability congestion estimate is 0.845.
- The final hold violation count recorded for this run is 0.
- The routed design shows a via density per instance of 5.33.
- The kind of path behind the tightest hold check is reg2reg.
- Per Yosys stat, the portion of area used by sequential elements is 10.9%.
- For this run, the number of standard cells in the final layout without fillers is 693.
- The count of pins on the block boundary is 126.
- The total placed instance area is 4300 sq um.
- The maximum vdd drop is 125 uV.
- The setup clock skew after layout is 0 ns.
- The top cell type by instance count after synthesis is nor2_1.
- The detailed-route via count is 3691.
- For met2 alone, demand over resource in global routing was 26.8%.
- Looking at the critical path, the highest net fanout was 3.
- The number of global-route vias before repair came to 3152.
- In this run, flip-flops and latches consume 34.5% of the power.
- Antenna repair during routing inserted a diode count of 0.
- The commonest register cell is dfrtp_1.
- The largest area contributor in the netlist is ha_1.
- The worst endpoint required time is 3.52 ns.
- The pin count of the biggest net entering global routing is 20.
- For reference, the top cells by area after synthesis are ha_1 12%, dfrtp_1 11%, nor2_1 6.8%, a21oi_1 6.7%, buf_4 6.1%.
- The final layout reports a setup TNS of 0 ns.
- The floorplan core density is 41.7%.
- The synthesized chip area reported by yosys is 3670 sq um.
- The wire length recorded after detailed routing is 8400 um.
- Setup repair after global routing could not meet its margin everywhere.
- The count of max-cap constraint violations is 0.
- Pins over their slew limit in the final report were tallied at 0.
- The cell count after synthesis came out at 523.
- The overflow left after global routing is 0.
- The switching power is 0.0000499 W.
- Looking at the max-slew report, the worst-margin pin has a slew of 0.696 ns.
- The worst setup path is launched from a flip-flop.
- The type of the worst setup path is reg2out.
- Per the run report, area growth between synthesis and finish was 25.1%.
- For this run, the final setup violation count is recorded as 0.
- The vertical die dimension is 97.8 um.
- Hold analysis shows the worst path with a depth of 1.
- The overall routing resource usage is 17.5%.
- For reference, the top cells by count after synthesis are 66 x nor2_1, 49 x a21oi_1, 35 x ha_1, 31 x o21ai_0, 30 x buf_4.
- The initial antenna violation count is 0.
- The portion of the clock cycle consumed by the worst path in the final layout is 98.8%.
- The endpoint type of the worst setup path is an output port.
- The floorplan step defined a die boundary enclosing 9560 sq um.
- The cell depth of the worst flop-to-flop path is 2.
- The synthesized netlist occupies a cell area of 3670 sq um.
- The horizontal die dimension is 97.8 um.
- In the Yosys report the total cell count is 523.
- OpenROAD emitted warnings numbering 167.
- The number of distinct library cells after synthesis is 63.
- The TritonCTS clock tree is yes.
- For this run, asynchronously set or reset flops after synthesis account for 100%.
- The post-detailed-placement half-perimeter wirelength is 6120 um.
- After floorplanning, the core was sized to cover 8810 sq um.
- Per report_power, the clock group accounts for 64.5% of the total.
- The post-synthesis register bit count is 16.
- The checks that failed: design-rule violations.
- The signal arrival time at the worst endpoint is 3.47 ns.
## final timing paths
check | startpoint | endpoint | slack, ns
min in group asynchronous | reset | disp7[1] | 1.05
max in group asynchronous | reset | disp4[1] | 2.96
max reg2reg | disp7[1] | disp7[2] | 3.15
max | disp6[1] | right[6] | 0.05
min reg2reg | disp5[0] | disp5[0] | 0.60
min | disp5[0] | disp5[0] | 0.60
## routing by layer
| metal | wire length (um) | vias up |
|---|---|---|
| met5 | 0 | - |
| met4 | 62 | 0 |
| met3 | 327 | 6 |
| met2 | 3670 | 92 |
| met1 | 4340 | 1669 |
| li1 | - | 1924 |
## cells by family after synthesis
group / after synthesis / synth area share [%]
adder cells (fa/ha/maj): 39 / 14.1
flip-flops: 16 / 10.9
AND/OR/NAND/NOR: 185 / 25.3
AND-OR/OR-AND: 160 / 29.4
multiplexers: 9 / 2.52
other: 1 / 0.102
buffers and inverters: 95 / 13.3
XOR/XNOR: 18 / 4.30
## placed cells by master, fill, tap and decap left out, types with 5 or more instances in the layout
cell type	instances
nor3_1	19
nor3b_1	7
a21o_1	10
conb_1	29
xnor2_1	12
dfrtp_1	16
nand2_1	25
o31ai_1	7
or3_1	5
clkbuf_8	12
nor2_1	66
xor2_1	6
a32oi_1	6
and2_1	5
a211o_1	6
clkdlybuf4s50_1	63
a211oi_1	8
nand3_1	9
a21oi_1	48
o21ai_0	30
mux2i_1	7
o21bai_1	5
nand2b_1	15
buf_4	21
inv_1	24
ha_1	33
nor2b_1	8
## sequential cells by signal, indices dropped and copies added (netlist names)
name / count
disp6: 4
disp7: 4
disp5: 4
disp4: 4
## timing repair
item,CTS,global route
gates cloned,0,0
pin swaps,3,5
gates resized,2,16
endpoints found under the setup margin,5,15
setup buffers,1,7
hold buffers,0,0
hold endpoints to repair,0,0
## through the flow
stage | utilization, % | total power (W) | setup WS, ns
after floorplan | - | 0.000170 | 0.597
after global placement | 48.8 | 0.000155 | 0.178
after detailed placement | 48.8 | 0.000154 | 0.179
after CTS | 50.9 | 0.000466 | -0.00800
after global routing | 52.1 | 0.000482 | -0.120
final | 52.1 | 0.000430 | 0.0519
## worst max-delay path, cell delays in order, from the launching register on
cell             delay, ns
dfrtp_1               0.39
ha_1                  0.31
nand2b_4              0.16
a211o_1               0.33
a21oi_2               0.14
nor2_1                0.04
o21ba_2               0.20
o21bai_1              0.15
fa_1                  0.49
or4_1                 0.49
nor2_1                0.10
clkdlybuf4s50_1       0.47
## final cells by class
cell class	count	area, sq um	area share [%]
repair buffers	90	852	18.6
flip-flops and latches	16	400	8.72
well taps	108	135	2.94
inverters	27	101	2.21
clock buffers	12	165	3.60
multi-input cells	440	2940	64.0
## power by group through the flow
| stage | registers, W | logic [W] | clock network, W |
|---|---|---|---|
| after CTS | 0.000148 | 0.00000468 | 0.000313 |
| after global routing | 0.000148 | 0.00000593 | 0.000328 |
| final | 0.000148 | 0.00000418 | 0.000277 |
No activity file was given, so power comes from the tool's default toggle rates.
